[flow/config.mk]
export PLATFORM = sky130hd
export DESIGN_NAME = q4
export DESIGN_NICKNAME = q4
export VERILOG_FILES = /design/flow/design.v
export SDC_FILE = /design/flow/constraint.sdc
export NUM_CORES = 4
export LEC_CHECK = 1
export CORE_AREA = 10 10 70 70
export DIE_AREA = 0 0 80 80
[flow/constraint.sdc]
current_design q4

set clk_period 3.7
set clk_io_pct 0.2

create_clock -name clk0 -period $clk_period

set non_clock_inputs [all_inputs -no_clocks]
set_input_delay [expr $clk_period * $clk_io_pct] -clock clk0 $non_clock_inputs
set_output_delay [expr $clk_period * $clk_io_pct] -clock clk0 [all_outputs]
[flow/design.v]
module q4(in,en,out);
input[15:0] in;
input en;
output reg[3:0] out;
integer i;
reg found;
always@(in,en)begin
if(en==1)begin
out = 4'b0000;
found=0;
for(i=15;i>=0;i=i-1)begin
 if(in[i]==1 && !found)begin
 out=i[3:0];
 found=1;
 end
 end
 end
 else begin
 out=4'b0000;
 end
 end
 endmodule
[flow/run.sh]
#!/bin/bash
# OpenROAD 26Q1-2900-gdf79404cd8, Yosys 0.63+post, stock flow scripts
make -C /OpenROAD-flow-scripts/flow DESIGN_CONFIG=/design/flow/config.mk WORK_HOME=/design/flow/orfs finish
==> metrics.yaml <==
common_cells: "5 x nor2_1, 4 x a21oi_1, 3 x inv_1"
synthToLayoutAreaGrowth_pct: 164
grt_max_degree: 5
p_leak_uw: 0.000173
postCtsSetupRepairBufs: 0
slew_headroom_pct: 73.0
whs_path_depth: 4
met3_usage_pct: 1.59
grt_overflow: 0
num_antenna_cells: 0
synth_top_area_share_pct: 11.2
tool_warnings: 32
drv_cap: 0
ant_nets: 0
routed_via_density: 2.99
grt_usage_pct: 2.82
syn_area_per_cell_um2: 6.17
drt-total-wl_um: 963
place_area_um2: 469
synth.mux.area_fraction_pct: 0
yosys_cells: 29
crit_type: "in -> out"
rsz0062_at_grt: "false"
ys_chip_area_um2: 179
fillers: 396
path_buffers: 3
antenna_found_initial: 0
grt_pass1_wl_mm: 1.45
worst_pin_slew_ns: 0.401
grtUsageMet2_pct: 4.74
gp_congestion: 0.787
path_cells: "clkdlybuf4s50_1 > or4_1 > buf_4 > o21ai_0 > nand2b_1 > a21oi_1 > clkdlybuf4s50_1"
busiest_layer: "met2"
io_buffers: 21
synth_seq_share_pct: 0
critPathMaxFanout: 3
hp-class: "in -> out"
fp.dieW_um: 80
cp_common_cell: "clkdlybuf4s50_1"
topCombFamilyByArea: "simple AND/OR/NAND/NOR gates"
dp_slack_ns: 0.0256
worst_path_max_delay_cell: "or4_1"
vdd_drop_max_mv: 0.0118
status: "complete, no violations"
flops: 0
initCoreUtil_pct: 5.24
io_pins: 21
critPathLaunchType: "input pin"
finalSetupViolCount: 0
fin_crit_sh_pct: 94.5
cts_hold_buf: 0
drt-initial-drc-count: 12
cp_top_family: "buffers and inverters"
timing.fmax_mhz: 286
synth_top_cell_by_area: "a21oi_1"
critPathArrivalTime_ns: 2.76
hold_viol: 0
drive_gt1_share_pct: 11.3
cp.depth: 7
rows: 21
p_per_area_mw_per_mm2: 81.0
wire_per_inst_um: 9.73
simple_gate_share_pct: 67.1
finalCriticalPeriod_ns: 3.50
cts_resized: 0
grtUsageMet1_pct: 3.23
core_area_mm2: 0.00342
grt_pass1_vias: 301
slew_viol_final: 0
area_leaders: "a21oi_1 11%, nor2_1 10%, or4_1 8.4%"
cp.required_ns: 2.96
first_pass_iters: 2
drc: 0
critPathCaptureType: "output pin"
synth_top_cell_by_count: "nor2_1"
xor_share_pct: 0
finalSetupTns_ns: 0
ys_sh_aoi_pct: 26.6
seqCellArea_um2: 0
hpwl_um: 902
total_power_uw: 38.2
synthCells: 29
slowest_delay_ns: 0.57
ys_types: 17
syn_area_um2: 179
yosys_warnings: 1
design_area_um2: 472
synth-adder-area-share_pct: 0
die-area_mm2: 0.00640
setup_ws_ns: 0.204
vias: 296
die_h_um: 80
clock_buffers: 0
[tightest hold or removal path: cells and delay by family]
kind | cells | cell delay, ns
buf+inv | 2 | 0.56
compound gates | 2 | 0.15
[path summary, 6_finish.rpt]
| check | endpoint | startpoint | slack, ns |
|---|---|---|---|
| setup / recovery | out[1] | in[7] | 0.20 |
| hold / removal | out[0] | en | 2.19 |
[area by class of cell]
class                      count  area (um2)  area share (%)
timing repair buffer          24         235            49.9
multi-input combinational     26         168            35.5
inverter                       3        11.3            2.39
tap                           46        57.6            12.2
[cell usage in the layout, fill, tap and decap left out, types with 2 or more instances in the layout]
master	count
clkdlybuf4s50_1	20
nor2_1	5
a21oi_1	4
inv_1	3
buf_4	3
or4_1	2
nand2b_1	2
nor3_1	2
[through the flow]
stage	std cells	hold WS, ns	utilization, %
floorplan	29	1.54	-
global placement	99	2.47	13.7
detailed placement	99	2.47	13.7
CTS	99	2.47	13.7
global route	99	2.24	13.8
finish	99	2.19	13.8
[layer usage]
metal  up-vias  share of wire [%]
met4         0                  0
met3         0                 16
met5         -                  0
met1       124                 39
met2        12                 45
li1        160                  -
[logic make-up (layout without fill, tap and decap cells)]
logic type | after synthesis | in the layout
buffers and inverters | 3 | 27
AND-OR/OR-AND | 8 | 8
AND/OR/NAND/NOR | 18 | 18
[where the power goes]
group / switching (uW) / leakage, uW / internal, uW
combinational: 11.6 / 0.000173 / 26.6
clock: 0 / 0 / 0
sequential: 0 / 0 / 0
No activity file was given, so power comes from the tool's default toggle rates.
